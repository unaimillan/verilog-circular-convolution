==> design.v <==
module parallel_to_serial
# (
    parameter XLEN  = 8,
              WIDTH = 16
)
(
    input                                  clk,
    input                                  rst,
    input                                  parallel_valid,
    input        [WIDTH - 1:0][XLEN - 1:0] parallel_data,
    output logic                           serial_valid,
    output logic              [XLEN - 1:0] serial_data
);
    localparam PTR_W   = $clog2 (WIDTH),
               MAX_PTR = PTR_W' (WIDTH - 1);
    logic [PTR_W - 1:0] ptr;
    logic [WIDTH - 1:0][XLEN - 1:0] parallel_data_r;
    always_ff @ (posedge clk)
        if (parallel_valid)
            parallel_data_r <= parallel_data;
    always_ff @ (posedge clk)
        if (rst)
            ptr <= '0;
        else if (parallel_valid | ptr != '0)
            ptr <= (ptr == MAX_PTR) ? '0 : ptr + 1'b1;
    assign serial_valid = parallel_valid | ptr != '0;
    assign serial_data  = parallel_data_r[ptr];
endmodule
==> run.sh <==
#!/bin/bash
# OpenROAD 26Q1-2900-gdf79404cd8, Yosys 0.63+post, stock flow scripts
make -C /OpenROAD-flow-scripts/flow DESIGN_CONFIG=/design/flow/config.mk WORK_HOME=/design/flow/orfs finish
==> config.mk <==
export PLATFORM = sky130hd
export DESIGN_NAME = parallel_to_serial
export DESIGN_NICKNAME = parallel_to_serial
export VERILOG_FILES = /design/flow/design.v
export SDC_FILE = /design/flow/constraint.sdc
export NUM_CORES = 4
export LEC_CHECK = 1
export CORE_UTILIZATION = 50
export SYNTH_HDL_FRONTEND = slang
==> constraint.sdc <==
current_design parallel_to_serial

set clk_period 5.2
set clk_io_pct 0.2

create_clock -name clk0 -period $clk_period [get_ports {clk}]

set non_clock_inputs [all_inputs -no_clocks]
set_input_delay [expr $clk_period * $clk_io_pct] -clock clk0 $non_clock_inputs
set_output_delay [expr $clk_period * $clk_io_pct] -clock clk0 [all_outputs]
==> flow_summary.ini <==
; synthesis and place-and-route metrics
[run_status]
status = finished clean

[drt]
antenna_cells_inserted = 0
drc = 0
dr.pass1.iters = 4
final_antenna_net_count = 0
routed_wl_um = 9704
first_iter_violations = 102
vias_per_cell = 5.233
via_count = 2700
wl_per_cell_um = 18.81

[logic_synthesis]
ys_chip_area_sq_um = 5106
flop_cell = edfxtp_1
ys_cells = 219
async_flop_share = 0
ys_seq_share = 0.7684
postSynthAreaPerCell_sq_um = 23.32
yosysUniqueCellTypes = 25
edf_count = 128
ys_warn_count = 0
ys_ff = 132
synth.cell_area_sq_um = 5106
netlist_instances = 219

[power_and_ir_drop]
vdd_drop_max_uv = 287.8
p_per_area_nw_per_um2 = 377.2
leakage_nw = 2.481

[clocking]
cts_tree = built
numCtsBuffers = 17
clkLatencyLatePin_ps = 500
clockRootBuffer = clkbuf_8
cts.repair.resized = 0
clockBufferDepth = 2
post-cts-setup-buffer-count = 0
clkSlewWorstSetupHoldPaths_ps = 50
hold_buffers = 0
htreeDepth = 4
cts_sinks = 132

[global_route]
track_usage = 0.2121
grt_pass1_wl_um = 14570
grt_max_degree = 54
grt_pass1_vias = 2892
overflow = 0
antenna_found_initial = 0

[final_timing]
setup_tns_ps = 0
rsz0062_at_grt = no
clock_skew_ps = 1.825
finalClockPeriodUsage = 0.7795
slew_violations = 0
slew_headroom = 0.4652
min_period_ps = 4053
fmax_mhz = 246.7
tightest_slew_ps = 800.5
hold_violations = 0
setup_viol = 0

[min_path]
holdCritPathClass = reg -> reg
min_from = ptr[3]$_SDFFE_PP0P_

[finish]
final_cell_mix = 138 x clkdlybuf4s50_1, 128 x edfxtp_1, 21 x mux4_1
layout_top_cell = clkdlybuf4s50_1
fin_cells = 516
areaGrowthSynthToFinish_pct = 39.45
n_fill_cell = 590
layout-drive-gt1-share = 0.1201

[floorplan]
io_pins = 140
die_height_um = 103.1
rows = 36
fp_util = 0.5200
coreArea_sq_um = 9819
die-area_sq_um = 10620
die_w_um = 103.1

[setup_path]
cp-startpoint = ptr[0]$_SDFFE_PP0P_
cp.arrival_ps = 3010
crit_fanout = 23
cp-start-kind = flop
critPathCaptureType = output pin
reg2reg_slack_ps = 3180
timing.rr.start = ptr[0]$_SDFFE_PP0P_
worst-setup-path-type = reg -> out
required_ps = 4160

[job]
warning_count = 27
maxCapViolations = 0

[place]
numPortBuffers = 139
place_congestion = 0.7818
dp_hpwl_um = 6781
dpl.cell_count = 485
## path summary, 6_finish.rpt
check	endpoint	cells after the start
setup / recovery	serial_data[0]	5
hold reg to reg	ptr[3]$_SDFFE_PP0P_	2
hold / removal	ptr[3]$_SDFFE_PP0P_	2
setup reg to reg	ptr[0]$_SDFFE_PP0P_	6
## power breakdown
| group | leakage, nW | switching [mW] | total, mW | internal, mW |
|---|---|---|---|---|
| Sequential | 1.29 | 0.0364 | 1.30 | 1.26 |
| Combinational | 0.945 | 0.124 | 0.372 | 0.248 |
| Clock | 0.250 | 0.397 | 1.01 | 0.618 |
| Total | 2.48 | 0.557 | 2.69 | 2.13 |
## layout make-up
cell class                 instances  area (sq um)  share of cell area
clock buffer                      18         417.9             0.05869
clock inverter                    13         93.84             0.01318
inverter                           3         11.26            0.001581
multi-input combinational         73          1079              0.1515
sequential                       132          3926              0.5514
tap                              133         166.4             0.02337
timing repair buffer             144          1426              0.2003
## state kept, by name, indices dropped and copies added, names as in the netlist
name             flops
ptr                  4
parallel_data_r    128
## metrics by stage
step                      cell area, sq um  power, mW    util  worst slack [ps]  hold WS [ps]
final                                 7121      2.686  0.7252              1147         605.4
after global routing                  7121      2.797  0.7252             925.6         660.2
after CTS                             7121      2.719  0.7252              1071         613.7
after detailed placement              6609      1.699  0.6730              1625         606.2
after global placement                6609      1.692  0.6730              1625         590.8
after floorplan                       5106      1.500       -              2710         561.8
## cells by family (layout without fill, tap and decap cells)
group                    count (synthesis)  after routing  share of synthesized area
XOR/XNOR                                 1              1                   0.001716
AND/OR/NAND/NOR                         16             16                    0.01568
AND-OR/OR-AND                           21             21                    0.03039
adder cells (fa/ha/maj)                  2              2                   0.004900
multiplexers                            33             33                     0.1585
buffers and inverters                   14            178                    0.02034
flip-flops                             132            132                     0.7684
## cell usage after synthesis, types with 2 or more instances
| master | count | area share |
|---|---|---|
| clkbuf_1 | 2 | 0.0015 |
| buf_1 | 2 | 0.0015 |
| buf_6 | 2 | 0.0044 |
| dfxtp_1 | 4 | 0.016 |
| a22oi_1 | 16 | 0.024 |
| mux4_1 | 21 | 0.11 |
| nor2b_1 | 2 | 0.0024 |
| ha_1 | 2 | 0.0049 |
| edfxtp_1 | 128 | 0.75 |
| buf_2 | 3 | 0.0029 |
| inv_1 | 3 | 0.0022 |
| buf_12 | 2 | 0.0078 |
| nor2_1 | 2 | 0.0015 |
| mux4_2 | 11 | 0.049 |
| nand2_1 | 9 | 0.0066 |
## routing by layer
layer  vias up  global-route usage  part of all wire
met5         -                   0                 0
met4         0             0.01625            0.0089
met3         8             0.09373              0.10
met2       120              0.3113              0.48
met1      1321              0.3606              0.41
li1       1251                   -                 -
## critical path, cell delays in order, from the launching register on
cell and delay [ps]:
dfxtp_2 650, buf_4 430, mux4_1 600, a22oi_1 310, nand2_1 110, clkdlybuf4s50_1 420
Power figures rest on the tool's default switching activity, not on a simulated workload.
