**flow/design.v**
```verilog
module serial_to_parallel
# (
    parameter XLEN  = 8,
              WIDTH = 16
)
(
    input                                  clk,
    input                                  rst,
    input                                  serial_valid,
    input                     [XLEN - 1:0] serial_data,
    output logic                           parallel_valid,
    output logic [WIDTH - 1:0][XLEN - 1:0] parallel_data
);
    localparam PTR_W   = $clog2 (WIDTH),
               MAX_PTR = PTR_W' (WIDTH - 1);
    logic [PTR_W - 1:0] ptr;
    always_ff @ (posedge clk)
        if (rst)
            ptr <= '0;
        else if (serial_valid)
            ptr <= (ptr == MAX_PTR) ? '0 : ptr + 1'b1;
    always_ff @ (posedge clk)
        if (rst)
            parallel_valid <= 1'b0;
        else
            parallel_valid <= serial_valid & (ptr == MAX_PTR);
    always_ff @ (posedge clk)
        if (serial_valid)
            parallel_data [ptr] <= serial_data;
endmodule
```
**flow/run.sh**
```bash
#!/bin/bash
# OpenROAD 26Q1-2900-gdf79404cd8, Yosys 0.63+post, stock flow scripts
make -C /OpenROAD-flow-scripts/flow DESIGN_CONFIG=/design/flow/config.mk WORK_HOME=/design/flow/orfs finish
```
**flow/config.mk**
```make
export PLATFORM = sky130hd
export DESIGN_NAME = serial_to_parallel
export DESIGN_NICKNAME = serial_to_parallel
export VERILOG_FILES = /design/flow/design.v
export SDC_FILE = /design/flow/constraint.sdc
export NUM_CORES = 4
export LEC_CHECK = 1
export CORE_UTILIZATION = 40
export SYNTH_HDL_FRONTEND = slang
```
**flow/constraint.sdc**
```tcl
current_design serial_to_parallel

set clk_period 2.8
set clk_io_pct 0.2

create_clock -name clk0 -period $clk_period [get_ports {clk}]

set non_clock_inputs [all_inputs -no_clocks]
set_input_delay [expr $clk_period * $clk_io_pct] -clock clk0 $non_clock_inputs
set_output_delay [expr $clk_period * $clk_io_pct] -clock clk0 [all_outputs]
```
==> Changelog: implementation <==
### Physical design

- Crit path DRT: 2.24 ns
- Final worst slack: 0.916 ns
- Clk latency of the worst-skew pair: 0.50 ns
- Yosys stat chip area: 0.00424 mm2
- Mux area share: 0.00236
- Worst hold path depth: 2
- Reg2Reg Setup Slack: 1.22 ns
- Switching share of power: 0.190
- Setup TNS: 0 ns
- Total power: 4.35 mW
- Worst Setup End Kind: output pin
- Cells after DPL: 451
- YS warnings: 0
- Post-route DRC: 0
- First-iteration detailed-routing DRC count: 76
- FILL cells: 719
- CP Launch Type: register
- OpenROAD warning count: 28
- Worst vdd ir: 0.000396 V
- Initial antenna violation count: 0
- Outcome: completed
- Die y size: 105 um
- H-tree lvl count: 4
- Post-CTS Repair Setup Buffers: 0
- Crit-path slowest cell: clkdlybuf4s50_1
- DR vias: 2,230
- Most numerous logic cell after layout: clkdlybuf4s50_1
- Register share after synthesis: 0.930
- Global route overflow: 0
- CTS tree: done
- Slew HR: 0.497
- HP Start: ptr[1]
- EDFF count, synth: 128
- DP Worst Slack: 0.522 ns
- Worst Clk Skew: 0.00744 ns
- Post-Route WL: 8.73 mm
- Critical path buffers and inverters: 1
- Worst-path cell chain: clkdlybuf4s50_1
- Library cells used by synthesis: 23
- Antenna Nets Post-Route: 0
- Max clock buf depth: 2
- Layout cells sized above 1: 0.110
- First-pass GRT wire length: 12.7 mm
- Clock Pin Slew Worst Setup and Hold Paths: 0.06 ns
- CP Class: register to output pin
- Cell taking the most area after synthesis: edfxtp_1
- Via density: 4.64
- Routed length per instance: 18.1 um
- Floorplan row count: 37
- Yosys simple share: 0.0389
- Max FO, Critical Path: 1
- Vias in the first global route: 2,334
- IO Pins: 140
- Xor+xnor area frac: 0.00207
- Static leakage: 2.17 nW
- Final setup fails: 0
- Min-Delay Endpoint: ptr[1]
- Max incr delay on CP: 0.47 ns
- Crit path from: parallel_data[126]
- PD cells: 681 mW/mm2
- Area after DPL: 0.00583 mm2
- FMAX: 531 MHz
- Dominant cell area share: 0.906
- Arrival @ worst endpoint: 1.32 ns
- Min-delay worst type: register to register
- Top Layout Cells: clkdlybuf4s50_1, edfxtp_1, clkbuf_16, and2_1, buf_4
- RSZ-0062 raised after global routing: false
- Hold_buf cts: 0
- Fp_density: 0.411
- Worst R2R Start: ptr[0]
- R2R depth: 3
- Num CTS Buffers: 17
- Pin count of the biggest net entering global routing: 17
- Die width: 105 um
- Cell area leaders: edfxtp_1, dfxtp_1, and2_1
- Placer's final routability congestion estimate: 0.746
- Ant. Diodes: 0
- PortBufs: 139
- Final Cycle Share: 0.673
- Core area: 0.0103 mm2
- Final hold violation count: 0
- Part of the power in registers: 0.511
- Design internal power: 3.52 mW
- Yosys cell count: 172
- Mapped Cells: 172
- Worst-margin pin slew: 0.752 ns
- HPWL after DPL: 5.48 mm
- Crit path time final: 1.88 ns
- Area grow syn2layout: 50.5%
- Critical register-to-register path endpoint: parallel_data[59]
- Top logic family: simple AND/OR/NAND/NOR gates
- First drt pass iteration count: 4
- CTS Root Cell: clkbuf_8
- Post-route design area: 0.00638 mm2
- Post-Synth AOI/OAI Area: 0.00915
- Die Area: 0.0110 mm2
- Synth Cell Area: 0.00424 mm2
- Total track usage: 0.179
- Synthesized registers: 133
- Final Max Slew Viols: 0
- Post-synth ARST share: 0
- Max cap viols: 0
- Adder share: 0.0118
- Psw: 0.826 mW
- Comb pwr share: 0.028
- Non-filler cells in the finished layout: 481
- Synth Flop Type: edfxtp_1
- Avg Cell Area, Syn: 24.7 um2
- Clock net sink count: 133
- Post_cts resized: 0
- Delay-heaviest family, CP: buffers and inverters
- Clock group share of total power: 0.462
## metrics by stage
step	hold WS, ns	util
floorplan	0.548	-
global route	0.651	0.618
CTS	0.615	0.618
finish	0.618	0.618
global placement	0.592	0.565
detailed placement	0.602	0.565
## cell families after synthesis
family / count (synthesis)
multiplexers: 1
buffers and inverters: 4
XOR/XNOR: 1
AND/OR/NAND/NOR: 24
adder cells (fa/ha/maj): 4
AND-OR/OR-AND: 5
flip-flops: 133
## layer usage
metal | track usage | up-vias | routed length (um)
li1 | - | 1002 | -
met1 | 0.251 | 1042 | 3280
met2 | 0.263 | 176 | 4090
met3 | 0.119 | 10 | 1250
met4 | 0.0231 | 0 | 111
met5 | 0 | - | 0
## cell usage after synthesis, types with 2 or more instances
cell type,number
and2_1,11
dfxtp_1,5
edfxtp_1,128
ha_1,4
inv_1,2
nor3_1,2
nor3b_1,4
## worst max path at each step
stage	to	depth (start not counted)
CTS	parallel_data[50]	1
finish	parallel_data[126]	1
global route	parallel_data[26]	1
## state kept, by name (all words and copies together), names as in the netlist
name	count
parallel_data	128
parallel_valid	1
ptr	4
## cell type report
class                           instances  area [um2]  share of cell area
Clock buffer                           18         418              0.0655
Tap cell                              136         170              0.0267
Multi-Input combinational cell         35         273              0.0427
Timing Repair Buffer                  145        1440               0.225
Clock inverter                         12         133              0.0208
Sequential cell                       133        3940               0.618
Inverter                                2        7.51             0.00118
## power groups by stage
stage     registers (mW)  logic [mW]  clock network (mW)
5_1_grt             2.22       0.132                2.13
4_1_cts             2.22       0.123                2.04
6_report            2.22       0.120                2.01
Power is estimated from default activity; no workload was simulated.
