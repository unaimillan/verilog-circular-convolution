<file path="design.v">
module circular_convolution #(
    parameter QLEN        = 16,
              FRAC_SIZE   = 12,
              WINDOW_SIZE = 16
)
(
    input                                    clk,
    input                                    rst,
    input        [WINDOW_SIZE-1:0][QLEN-1:0] weights,
    input                                    in_valid,
    input        [WINDOW_SIZE-1:0][QLEN-1:0] in_data,
    output logic                             out_valid,
    output logic [WINDOW_SIZE-1:0][QLEN-1:0] out_data
);
    typedef enum logic[2:0] { 
        ST_IDLE     = 3'd0,
        ST_LOAD_ARG = 3'd1,
        ST_COMPUTE  = 3'd2
    } state_t;
    state_t state, next_state;
    localparam PTR_W   = $clog2 (WINDOW_SIZE);
    localparam MAX_PTR = PTR_W' (WINDOW_SIZE - 1);
    logic [PTR_W - 1: 0]              result_ptr;
    logic                             finished;
    logic [WINDOW_SIZE-1:0][QLEN-1:0] shifted_data;
    always_comb begin
        next_state = state;
        case (state)
            ST_IDLE: 
            begin
                if (in_valid)
                    next_state = ST_LOAD_ARG;
            end
            ST_LOAD_ARG:
            begin
                next_state = ST_COMPUTE;
            end
            ST_COMPUTE:
            begin
                if (finished)
                    next_state = ST_IDLE;
            end
        endcase
    end
    always_ff @ (posedge clk)
        if (rst)
            state <= ST_IDLE;
        else
            state <= next_state;
    always_ff @ (posedge clk) begin
        if (rst)
            result_ptr <= '0;
        else if (state == ST_COMPUTE)
            result_ptr <= (result_ptr == MAX_PTR) ? '0 : result_ptr + 1'b1;
    end
    assign finished = result_ptr == MAX_PTR;
    always_ff @ (posedge clk) begin
        if (next_state == ST_LOAD_ARG)
            shifted_data <= in_data;
        else if (next_state == ST_COMPUTE)
            shifted_data <= { shifted_data[0], shifted_data[WINDOW_SIZE - 1: 1] };
    end
    state_t              state_stage;
    logic [PTR_W - 1: 0] result_ptr_stage;
    logic                finished_stage;
    localparam SUM_SLICE_CNT = 16;
    localparam SUM_SLICE_SIZE = WINDOW_SIZE / SUM_SLICE_CNT;
    logic                    [QLEN-1:0] result;
    logic [SUM_SLICE_CNT-1:0][QLEN-1:0] sum_stage_r, sum_stage;
    logic signed [2*QLEN-1:0] wide_mult;
    logic signed [QLEN-1:0] sweight, sdata;
    always_comb
    begin
        for (int i = 0; i < SUM_SLICE_CNT; i ++)
        begin
            sum_stage[i] = '0;
            for (int j = 0; j < SUM_SLICE_SIZE; j += SUM_SLICE_CNT)
            begin
                sweight = $signed (weights[j]);
                sdata   = $signed (shifted_data[j]);
                wide_mult = sweight * sdata;
                sum_stage[i] += wide_mult[FRAC_SIZE +: QLEN];
            end
        end
    end
    always_ff @ (posedge clk)
    begin
        sum_stage_r <= sum_stage;
    end
    always_comb
    begin
        result = '0;
        for (int i = 0; i < SUM_SLICE_CNT; i ++)
        begin
            result += sum_stage_r[i];
        end
    end
    always_ff @ (posedge clk)
    begin
        if (rst)
        begin
            state_stage      <= ST_IDLE;
            result_ptr_stage <= '0;
            finished_stage   <= '0;
        end
        else
        begin
            state_stage      <= state;
            result_ptr_stage <= result_ptr;
            finished_stage   <= finished;
        end
    end
    always_ff @ (posedge clk)
    begin
        if (state_stage == ST_COMPUTE)
            out_data[result_ptr_stage] <= result;
    end
    always_ff @ (posedge clk)
    begin
        if (rst)
            out_valid <= '0;
        else
            out_valid <= finished_stage;        
    end
endmodule
</file>
<file path="run.sh">
#!/bin/bash
# OpenROAD 26Q1-2900-gdf79404cd8, Yosys 0.63+post, stock flow scripts
make -C /OpenROAD-flow-scripts/flow DESIGN_CONFIG=/design/flow/config.mk WORK_HOME=/design/flow/orfs finish
</file>
<file path="config.mk">
export PLATFORM = sky130hd
export DESIGN_NAME = circular_convolution
export DESIGN_NICKNAME = circular_convolution
export VERILOG_FILES = /design/flow/design.v
export SDC_FILE = /design/flow/constraint.sdc
export NUM_CORES = 4
export LEC_CHECK = 1
export CORE_AREA = 10 10 509 509
export DIE_AREA = 0 0 519 519
export SYNTH_HDL_FRONTEND = slang
</file>
<file path="constraint.sdc">
current_design circular_convolution

set clk_period 49.0
set clk_io_pct 0.2

create_clock -name clk0 -period $clk_period [get_ports {clk}]

set non_clock_inputs [all_inputs -no_clocks]
set_input_delay [expr $clk_period * $clk_io_pct] -clock clk0 $non_clock_inputs
set_output_delay [expr $clk_period * $clk_io_pct] -clock clk0 [all_outputs]
</file>
==> qor.txt <==
share of synthesized area occupied by flip-flops and latches: 55.5%
number of buffers created by CTS: 50
Post-DRT Antenna Nets: 0
library cell with the largest summed area after synthesis: sky130_fd_sc_hd__edfxtp_1
launching point of the worst reg2reg path: sdata[4]$_DFFE_PP_
synthesized netlist cell count: 1730
# setup viols final: 0
share of synthesized registers carrying an async set or reset: 0%
final period utilization: 31.9%
total global routing track utilization: 5.99%
number of filler instances in the final layout: 27504
length of the first detailed-routing pass in iterations: 4
initial cell density of the core: 10.2%
detailed-route vias per instance: 2.62
worst min-delay path endpoint: out_valid$_SDFF_PP0_
status: completed
worst flop-to-flop path endpoint: sum_stage_r[251]$_DFF_P_
power density over the cells: 76.8 mW/mm^2
post-detailed-route DRC marker count: 0
reg-to-reg slack, setup: 42660 ps
total negative slack for setup checks: 0 ps
actual slew at the worst max-slew pin: 996 ps
area of the core: 0.248 sq mm
overall die area: 0.269 sq mm
layout cells sized above 1: 16.8%
dominant cell by count in the synthesized netlist: sky130_fd_sc_hd__edfxtp_1
leakage power: 12.6 nW
Final Critical Period: 15620 ps
number of gates resized after CTS: 0
dpl cells: 5503
library cell appearing most often on the critical path: sky130_fd_sc_hd__fa_1
routed wire length: 81.8 mm
Area Overhead vs Synth: 41.0%
worst voltage drop across the vdd grid: 0.129 mV
number of cells on the worst hold path: 1
Tot Pwr: 2.73 mW
Max-Slew Margin vs Limit: 33.4%
OpenROAD warnings: 268
via count of the first global-routing pass: 15780
dpl hpwl: 65.3 mm
Crit path arrival time: 16040 ps
mean cell area of the mapped netlist: 14.6 sq um
Worst Hold Class: reg -> reg
count of library flops with an enable pin: 448
hold buffer count at CTS: 0
summed area of non-filler cells in the final layout: 0.0356 sq mm
post-synthesis chip area from yosys: 0.0253 sq mm
depth of the most critical reg-to-reg path: 19
average wire per standard cell: 14.6 microns
area taken by multi-input logic gates: 0.00987 sq mm
global-route wire length before repair: 116 mm
violation count after the first detailed-route iteration: 674
clock transition at the register clock pins on the worst setup and hold paths after CTS: 60 ps
number of cells in the yosys synthesis report: 1730
width of the chip: 519 microns
buffering stage count on the worst path with inverters included: 4
Top Ports: 772
timing-limited maximum frequency: 64.0 MHz
required time of the critical path: 49430 ps
CTS sink cnt: 476
critical path type: in -> reg
H-tree depth: 2
IO buf count: 467
unrepaired setup endpoints after global routing: false
kind of start point of the critical path: input port
Slew Viols, Final: 0
max-capacitance violation count: 0
insertion delay at the late pin of the worst-skew pair: 670 ps
count of synthesis-stage warnings from yosys: 0
delay-heaviest family, CP: adder cells
initial antenna violation count: 49
Main synth FF type: sky130_fd_sc_hd__edfxtp_1
endpoint kind of the worst setup timing path: flip-flop
Flop area: 0.0140 sq mm
setup fix buffers added after clock tree synthesis: 0
core utilization of the finished layout: 14.3%
area of the mapped netlist: 0.0253 sq mm
Die H: 519 microns
cell chain of the critical path: clkdlybuf4s50_1 -> nand2_1 -> fa_1 -> fa_1 -> fa_1 -> fa_1 -> inv_1 -> fa_1 -> inv_1 -> fa_1 -> inv_1 -> ha_1 -> nor4_1 -> o21ai_1 -> a41o_1 -> a31oi_4 -> o21ai_2 -> a221oi_2 -> xnor2_1
Distinct lib cells used: 44
Non-Filler Instances: 5601
slowest library cell on the worst path: sky130_fd_sc_hd__clkdlybuf4s50_1
largest fanout on the critical path: 14
delay of the slowest critical-path stage: 970 ps
count of endpoints failing hold in the final timing report: 0
FP Rows: 183
instance area at placement: 0.0339 sq mm
hold_sp: finished_stage$_SDFF_PP0_
main area contributors after synthesis: sky130_fd_sc_hd__edfxtp_1 53%, sky130_fd_sc_hd__fa_1 15%, sky130_fd_sc_hd__mux2_2 11%
top cells by count: 448 x sky130_fd_sc_hd__edfxtp_1, 256 x sky130_fd_sc_hd__mux2_2, 241 x sky130_fd_sc_hd__inv_1, 186 x sky130_fd_sc_hd__fa_1, 116 x sky130_fd_sc_hd__nand2_1
top area contributor share: 53.3%
count of state elements after synthesis: 476
GR Overflow Total: 0
final weighted congestion in routability-driven placement: 0.830
Via Count: 14667
Clock Path Buffers: 3
clock tree from TritonCTS: done
Fin Clk Skew: 77.7 ps
root buffer cell: sky130_fd_sc_hd__clkbuf_16
pin count of the biggest net entering global routing: 115
[state kept, by name (all words and copies together) (netlist names)]
signal and cells:
finished_stage 1, out_data 192, out_valid 1, result_ptr 4, result_ptr_stage 4, sdata 16
shifted_data 240, state 3, state_stage 3, sum_stage_r 12
[cell type report]
cell class	instances	area share, %
multi-input cells	949	27.7
diodes	7	0.0492
clock buffers	58	3.60
well taps	3330	11.7
repair buffers	506	14.0
inverters	242	2.55
flip-flops and latches	476	39.4
clock inverters	33	1.04
[layout by cell type (no fill, tap or decap), types with 6 or more instances in the layout]
master and instances:
sky130_fd_sc_hd__clkbuf_1 8, sky130_fd_sc_hd__clkdlybuf4s50_1 467, sky130_fd_sc_hd__a21oi_1 10, sky130_fd_sc_hd__clkbuf_16 50, sky130_fd_sc_hd__conb_1 64, sky130_fd_sc_hd__dfxtp_1 28
sky130_fd_sc_hd__xor2_1 6, sky130_fd_sc_hd__ha_1 71, sky130_fd_sc_hd__clkinv_2 8, sky130_fd_sc_hd__clkinvlp_4 6, sky130_fd_sc_hd__fa_1 186, sky130_fd_sc_hd__diode_2 7
sky130_fd_sc_hd__nor2b_1 11, sky130_fd_sc_hd__clkinv_1 9, sky130_fd_sc_hd__nand2b_1 6, sky130_fd_sc_hd__buf_4 38, sky130_fd_sc_hd__and2_1 109, sky130_fd_sc_hd__edfxtp_1 448
sky130_fd_sc_hd__nor2_1 34, sky130_fd_sc_hd__nand2_1 116, sky130_fd_sc_hd__xnor2_1 29, sky130_fd_sc_hd__mux2_2 256, sky130_fd_sc_hd__inv_1 241, sky130_fd_sc_hd__o21ai_0 6
[how the worst max path moves through the flow]
stage / from / to / depth (start not counted)
4_1_cts: weights[10] / sum_stage_r[251]$_DFF_P_ / 19
5_1_grt: weights[10] / sum_stage_r[251]$_DFF_P_ / 19
6_report: weights[10] / sum_stage_r[251]$_DFF_P_ / 19
[layer usage]
metal	part of all wire [%]	vias to the layer above	track usage, %
met3	9.7	181	2.66
met4	2.5	40	1.04
met5	0.32	-	0
met1	38	7055	6.68
met2	50	693	10.6
li1	-	6698	-
[stage by stage]
stage	worst slack, ps	hold WS (ps)
floorplan	25880	414
global placement	32580	451
detailed placement	32570	450
CTS	33220	460
global route	33040	476
finish	33380	454
[power by group]
part           internal [mW]  switching [mW]
Sequential             0.555          0.0543
Combinational          0.655            1.09
Clock                  0.216           0.168
Total                   1.43            1.31
[cell families after synthesis]
group                    synth area share (%)
buffers and inverters                    6.55
adder cells (fa/ha/maj)                  18.3
other                                  0.0148
XOR/XNOR                                 1.21
multiplexers                             11.5
flip-flops                               55.5
AND/OR/NAND/NOR                          5.93
AND-OR/OR-AND                            1.11
No activity file was given, so power comes from the tool's default toggle rates.
